### run.sh
#!/bin/bash
# OpenROAD 26Q1-2900-gdf79404cd8, Yosys 0.63+post, stock flow scripts
make -C /OpenROAD-flow-scripts/flow DESIGN_CONFIG=/design/flow/config.mk WORK_HOME=/design/flow/orfs finish
### config.mk
export PLATFORM = sky130hd
export DESIGN_NAME = otbn_adder
export DESIGN_NICKNAME = otbn_adder
export VERILOG_FILES = /design/flow/design.v
export SDC_FILE = /design/flow/constraint.sdc
export NUM_CORES = 4
export LEC_CHECK = 1
export CORE_UTILIZATION = 40
### constraint.sdc
current_design otbn_adder

set clk_period 30.6
set clk_io_pct 0.2

create_clock -name clk0 -period $clk_period

set non_clock_inputs [all_inputs -no_clocks]
set_input_delay [expr $clk_period * $clk_io_pct] -clock clk0 $non_clock_inputs
set_output_delay [expr $clk_period * $clk_io_pct] -clock clk0 [all_outputs]
### design.v
module otbn_adder
#(
    parameter DATA_WIDTH = 32
)
(
    input   logic   [DATA_WIDTH-1:0]    op0_i,
    input   logic   [DATA_WIDTH-1:0]    op1_i,
    input   logic   [DATA_WIDTH-1:0]    q_i,
    output  logic   [DATA_WIDTH-1:0]    res_o
);
    logic   [DATA_WIDTH-1:0]    add;
    logic   [DATA_WIDTH-1:0]    sub;
always_comb
begin    
    add = op0_i + op1_i;
    sub = add - q_i;
    res_o = (add < q_i) ? add : sub;
end
endmodule: otbn_adder
==> notes.md <==
Observations from the implementation run.

Placement:
- The run gives the setup slack after placement as 12.50 ns.
- The run gives the count of placed standard cells including taps as 789.
- As logged by OpenROAD, the buffers inserted on ports number between 100 and 150.
- The run puts the placer congestion estimate at 0.872.
- The run puts the placed wire-length estimate at 9060 µm.

Logic synthesis:
- The run gives the yosys stat chip area as 3790 µm².
- The mapped netlist covers 3790 µm².
- The run gives the count of different cell masters after synthesis as between 60 and 70.
- The run puts the fraction of the yosys area taken by sequential cells at 0%.
- The run gives the library cell occupying the most area in the post-synthesis netlist as sky130_fd_sc_hd__ha_1.
- Per the Yosys statistics, synthesis produced 567 cells.
- Yosys reports that the leading cell type by area covers 20.8% of the netlist area.
- Synthesis produced a netlist whose cell count is 567.
- The main area contributors are sky130_fd_sc_hd__ha_1, sky130_fd_sc_hd__a21oi_1, sky130_fd_sc_hd__xnor2_1.
- The run gives the mean instance size in the synthesized netlist as 6.68 µm².
- The run gives the synthesis warning total as 1.

Route:
- Per the post-route antenna check, the number of violating nets is 0.
- The detailed router placed 4303 vias in this run.
- The run gives the initial detailed-routing violation count as ~200.
- The run gives the average vias per placed instance as ~5.5.
- In the routed netlist, the antenna diode instances number 0.
- The run puts the wire length per cell after detailed routing at 13.2 µm.
- The run gives the wire length reported by the detailed router as 10500 µm.
- The run puts the total iterations of the first detailed-routing run at 4.
- In the routed design, unresolved DRC markers number 0.

Floorplanning:
- The run gives the full die area as 9860 µm².
- The run puts the y dimension of the die at slightly below 100 µm.
- The run gives the boundary pin count as approximately 130.
- The run gives the standard-cell row count as 35.
- The die is 99.3 µm wide.
- The total area inside the core boundary comes to 9200 µm².
- The run gives the effective utilization at floorplan as about two fifths.

Timing:
- The run gives the max-slew headroom at the worst pin as 60.8%.
- The run puts the final number of max-transition violations at 0.
- Setup repair after global routing left no endpoint under its margin.
- The run gives the final sum of negative setup slack as 0 ns.
- Once routing completed, OpenROAD measured the worst setup slack at 12.51 ns.
- The final critical path takes up 59.1% of the cycle.
- The run puts the peak clock frequency supported by timing at 55.3 MHz.
- The run puts the hold violation count in the final report at 0.
- The run puts the time the worst path needs with I/O delays and setup at 18.09 ns.
- The run puts the final-report setup violation count at 0.
- The run puts the worst-margin pin slew at between 0.5 and 0.6 ns.

Worst setup path:
- The run gives the arrival time of data at the critical path endpoint as 11.97 ns.
- The run puts the required time at the endpoint of the critical path at 24.48 ns.
- The worst setup path is of the in -> out kind.
- Per the timing report, the biggest fanout along the worst path comes to 39.
- The worst setup path is captured at an output pin.
- The worst setup path is launched from an input pin.

CTS:
- Per the repair_timing log after CTS, setup buffers inserted total 0.
- The run gives the total of hold buffers inserted after clock tree synthesis as 0.
- Gates resized during post-CTS repair numbered 0.

Cells and area:
- Registers take 0 µm².
- The run gives the area of the multi-input gates as 3500 µm².
- Compared with the post-synthesis result, the final layout area differs by 35.5%.
- The run puts the layout filler cell count at 918.
- The layout summary lists the proportion of cells stronger than drive strength 1 as 3.24%.
- The run gives the layout sequential cell count as 0.
- The run gives the post-route core utilization as 55.8%.
- The run gives the non-filler instance count after layout as ~800.
- The run puts the clock buffer count at 0.

Flow run:
- The run gives the number of max-cap violations as 0.
- Across all stage logs, warnings added up to 33.

Power:
- The clock network accounts for 0% of the total power.
- For this design the total switching power over the nets is 96.4 µW.
- The script computed a power per unit cell area of 40.7 nW/µm².
- The run puts the net switching fraction of the power at about 46%.
- The run puts the peak supply drop at 0.0000197 V.
- The run puts the internal power consumption at 112 µW.
- The run gives the sequential group share of total power as 0%.
- The run puts the share of total power in combinational logic at 100.0%.
- The run puts the reported leakage power at 2.30 nW.

Global route:
- The run gives the global route total overflow as 0.
- The run puts the number of antenna violations at the first check in global routing at 0.
- The run puts the via count of the first global-routing pass at between 3000 and 4000.
- The run gives the largest net degree at the start of global routing as around 40.
- For this run, the total global-route usage over all layers was measured as between 20% and 30%.
- The run gives the global-route wire length before repair as 17200 µm.

Hold path:
- The most critical min-delay path falls under in -> out.

Status:
- The run finished with clean final reports.
path summary, 6_finish.rpt:
check | startpoint | end | slack (ns) | depth (start not counted)
hold / removal | q_i[0] | res_o[0] | 13.28 | 4
setup / recovery | op0_i[1] | res_o[22] | 12.51 | 22
layout by cell type, fill, tap and decap left out, types with 21 or more instances in the layout:
cell | Yosys | routed
sky130_fd_sc_hd__o21ai_0 | 45 | 45
sky130_fd_sc_hd__ha_1 | 63 | 63
sky130_fd_sc_hd__nor2_1 | 43 | 43
sky130_fd_sc_hd__clkdlybuf4s50_1 | 0 | 128
sky130_fd_sc_hd__a21oi_1 | 63 | 63
sky130_fd_sc_hd__inv_1 | 53 | 53
sky130_fd_sc_hd__nand3_1 | 21 | 21
sky130_fd_sc_hd__xnor2_1 | 33 | 33
sky130_fd_sc_hd__nand2_1 | 56 | 56
sky130_fd_sc_hd__a21o_1 | 27 | 27
layout make-up:
cell class                 count  share of cell area (%)
timing repair buffer         129                    25.1
tap                          111                    2.71
inverter                      53                    3.88
multi-input combinational    496                    68.3
metrics by stage:
stage               cell area [µm²]  hold WS [ns]  total power, mW
floorplan                      3790         12.38            0.129
global placement               5130         13.27            0.209
detailed placement             5130         13.30            0.209
CTS                            5130         13.30            0.210
global route                   5130         13.35            0.234
finish                         5130         13.28            0.209
Yosys cell counts (all sizes together) (4+ instances only):
cell type,count
a211oi,6
a21boi,5
a21o,27
a21oi,65
a31oi,8
and4,5
buf,5
clkbuf,13
ha,63
inv,53
mux2,10
nand2,56
nand2b,6
nand3,21
nand4,9
nor2,43
nor2b,4
nor3,6
o211ai,9
o21a,5
o21ai,46
o21bai,6
o31ai,5
xnor2,33
xor2,19
per-layer routing:
| layer | vias to the layer above | routed length [µm] | global-route usage [%] |
|---|---|---|---|
| met2 | 96 | 4910 | 37.1 |
| met1 | 1908 | 5060 | 29.7 |
| li1 | 2293 | - | - |
| met5 | - | 0 | 0 |
| met3 | 6 | 401 | 0.858 |
| met4 | 0 | 81 | 2.04 |
cell families after synthesis:
family | Yosys count | share of synthesized area [%]
AND-OR/OR-AND | 203 | 34.4
adder cells (fa/ha/maj) | 65 | 21.9
buffers and inverters | 71 | 7.44
AND/OR/NAND/NOR | 163 | 20.4
XOR/XNOR | 52 | 12.0
multiplexers | 13 | 3.87
power groups by stage:
stage,sequential [mW],combinational [mW],clock [mW]
after CTS,0,0.210,0
after global routing,0,0.234,0
final,0,0.209,0
worst max-delay path, cell delays in order:
cell and delay (ns):
sky130_fd_sc_hd__clkdlybuf4s50_1 0.46, sky130_fd_sc_hd__ha_1 0.30, sky130_fd_sc_hd__a21o_1 0.12, sky130_fd_sc_hd__nand4_1 0.13
sky130_fd_sc_hd__a31o_2 0.26, sky130_fd_sc_hd__o211ai_1 0.31, sky130_fd_sc_hd__a21boi_1 0.18, sky130_fd_sc_hd__o21a_1 0.23
sky130_fd_sc_hd__or4b_1 0.50, sky130_fd_sc_hd__o2111ai_1 0.15, sky130_fd_sc_hd__ha_1 0.37, sky130_fd_sc_hd__nand4_1 0.17
sky130_fd_sc_hd__nor2_1 0.07, sky130_fd_sc_hd__a2111oi_0 0.39, sky130_fd_sc_hd__nand2_1 0.10, sky130_fd_sc_hd__o22ai_1 0.27
sky130_fd_sc_hd__o21ai_1 0.19, sky130_fd_sc_hd__a31oi_4 0.39, sky130_fd_sc_hd__buf_4 0.46, sky130_fd_sc_hd__nand2_1 0.10
sky130_fd_sc_hd__o21ai_0 0.16, sky130_fd_sc_hd__clkdlybuf4s50_1 0.53
No activity file was given, so power comes from the tool's default toggle rates.
