==> flow/design.v <==
module otbn_multiplier
#(
    parameter DATA_WIDTH = 32,
    parameter LOG_R = 32
)
(
    input   logic   [DATA_WIDTH-1:0]    op0_i,
    input   logic   [DATA_WIDTH-1:0]    op1_i,
    input   logic   [DATA_WIDTH-1:0]    q_i,
    input   logic   [LOG_R-1:0]         q_dash_i,
    output  logic   [DATA_WIDTH-1:0]    res_o   
);
logic   [2*DATA_WIDTH-1:0]          p;
logic   [2*LOG_R-1:0]               m;
logic   [DATA_WIDTH+LOG_R:0]        s;
logic   [DATA_WIDTH-1:0]            t;
always_comb
begin
    p = op0_i * op1_i;
    m = p[LOG_R-1:0] * q_dash_i;
    s = p + (m[LOG_R-1:0] * q_i);
    t = s[LOG_R+DATA_WIDTH-1:LOG_R];
    if (q_i <= t) begin
        t = t-q_i;
    end
end
assign res_o = t;
endmodule: otbn_multiplier
==> flow/run.sh <==
#!/bin/bash
# OpenROAD 26Q1-2900-gdf79404cd8, Yosys 0.63+post, stock flow scripts
make -C /OpenROAD-flow-scripts/flow DESIGN_CONFIG=/design/flow/config.mk WORK_HOME=/design/flow/orfs finish
==> flow/config.mk <==
export PLATFORM = sky130hd
export DESIGN_NAME = otbn_multiplier
export DESIGN_NICKNAME = otbn_multiplier
export VERILOG_FILES = /design/flow/design.v
export SDC_FILE = /design/flow/constraint.sdc
export NUM_CORES = 4
export LEC_CHECK = 1
export CORE_UTILIZATION = 50
==> flow/constraint.sdc <==
current_design otbn_multiplier

set clk_period 75.0
set clk_io_pct 0.2

create_clock -name clk0 -period $clk_period

set non_clock_inputs [all_inputs -no_clocks]
set_input_delay [expr $clk_period * $clk_io_pct] -clock clk0 $non_clock_inputs
set_output_delay [expr $clk_period * $clk_io_pct] -clock clk0 [all_outputs]
==> metrics.yaml <==
grt:
  grt_use_total_pct: 32.57
  antenna_found_initial: 7
  overflow: 0
  grt_pass1_vias: 67860
  grt_max_degree: 68
  grt_pass1_wl_mm: 394.9
pwr:
  cellLeakagePower_nw: 45.32
  finalPower_mw: 570.8
  vdd_drop_max_mv: 10.91
  swShare_pct: 58.67
  p_sw_mw: 334.9
  power_density_mw_per_mm2: 6418
  p_int_mw: 235.9
worst_setup_path:
  critPathMaxStageDelay_ps: 970
  crit_slowest_cell: "a2111oi_0"
  crit_arrival_ps: 40440
  worstPathMaxFanout: 32
  criticalPathCategory: "in -> out"
  critPathLaunchType: "input pin"
  end_kind: "primary output"
  cp.buffers_inverters: 16
  crit_family: "adder cells"
  cpMostUsedCell: "fa_1"
  required_ps: 60000
cells_and_area:
  final_cell_mix: "inv_1, fa_1, nand2_1"
  clockBufferCount: 0
  flops: 0
  seqCellArea_um2: 0
  design_area_mm2: 0.08893
  area_delta_synth_final_pct: 4.619
  final_layout_size_suffix_gt1_share_pct: 2.817
  layout_top_cell: "inv_1"
  fill_cells: 15140
  fin_util_pct: 52.95
synth:
  postSynthCellCount: 9661
  ys_sh_aoi_pct: 4.706
  synth_warnings: 1
  yosysChipArea_mm2: 0.08501
  yosysTopAreaCell: "fa_1"
  yosys.stat.seqShare_pct: 0
  ys_sh_mux_pct: 0.5269
  synthTopCellsByArea: "fa_1, inv_1, ha_1, nand2_1, and2_1"
  synth_cell_types: 71
  postSynthAreaPerCell_um2: 8.799
  adder_share_pct: 62.96
  ys_sh_simple_pct: 16.69
  logic_family: "adder cells"
  ys_cells: 9661
  ys_sh_xor_pct: 2.152
  synth_area_mm2: 0.08501
  top_cell_area_share_pct: 53.29
placed_design:
  hpwlAfterDp_mm: 194.3
  placed_area_mm2: 0.08893
  globalplace.congestion: 1.001
  io_buffer_count: 160
sta:
  tightest_slew_ps: 944.4
  max_freq_mhz: 18.04
  setup_viol: 0
  grt_setup_unrepaired: "false"
  maxSlewHeadroom_pct: 36.21
  whs_ps: 31600
  finalClockPeriodUsage_pct: 73.93
  min_period_ps: 55440
  setup_tns_ps: 0
  finalHoldViolCount: 0
  slew_viol_final: 0
floorplan:
  core-area_mm2: 0.1680
  fp_util_pct: 50.61
  chipWidth_um: 414.3
  dieHeight_um: 414.3
  rows: 150
  io_pins: 160
  chipArea_mm2: 0.1717
drt:
  via_per_inst: 5.335
  ant_nets: 0
  vias: 62150
  drt_iter0_markers: 2620
  drc: 0
  wire_per_inst_um: 21.13
  wl_mm: 246.2
  first_pass_iters: 5
clocking:
  cts_resized: 0
  post_cts_buffers: 0
  hold_buffers: 0
job:
  warnings: 32
  maxCapViolations: 0
worst_hold_path:
  min_path_type: "in -> out"
outcome:
  status: "finished, final reports clean"
power by group through the flow:
stage	clock network, mW	registers [mW]	logic [mW]
global route	0	0	619
CTS	0	0	588
synth_stat cells, types with 20 or more instances:
master and count:
o21bai_1 29, o21a_1 22, and2_1 897, mux2_2 22, xnor2_1 131, mux2i_1 20
nand2_1 1590, nand3_1 65, o21ai_0 69, o31ai_1 26, nand4_1 27, o211ai_1 52
ha_1 657, clkbuf_1 551, a21o_1 98, nand2b_1 90, inv_1 2366, xor2_1 58
nor2b_1 22, fa_1 2263, a21oi_1 163, and3_1 65, nand3b_1 31, nor2_1 133
a31oi_1 38
per-stage QoR:
stage / std cells / setup slack, ps
2_1_floorplan: 9661 / 23110
3_3_place_gp: 11650 / 19970
3_5_place_dp: 11650 / 19710
4_1_cts: 11650 / 19670
5_1_grt: 11650 / 18170
6_report: 11650 / 19560
final cells by class:
cell class	count	area, um2	area share [%]
timing repair buffer	348	3010	3.385
antenna	3	7.507	0.008441
inverter	2366	8881	9.986
multi-input combinational	6728	74280	83.52
tap	2204	2758	3.101
metal layers:
| layer | vias up | routed length (um) | GRT usage [%] | part of all wire [%] |
|---|---|---|---|---|
| li1 | 27540 | - | - | - |
| met1 | 31520 | 93260 | 45.74 | 38 |
| met2 | 2668 | 113600 | 48.12 | 46 |
| met3 | 408 | 30570 | 15.59 | 12 |
| met4 | 12 | 8605 | 8.223 | 3.5 |
| met5 | - | 92 | 0.3056 | 0.037 |
cell families (layout without fill, tap and decap cells):
group           Yosys count  count (layout)
fa+ha+maj              2920            2920
simple gates           2964            2964
other cells               0               3
xor+xnor                197             197
compound gates          605             605
buf+inv                2933            2714
mux                      42              42
path summary, 6_finish.rpt:
kind	from	cells past startpoint	slack, ps	endpoint
min	q_i[10]	7	31600	res_o[10]
max	op1_i[2]	85	19560	res_o[30]
Power is estimated from default activity; no workload was simulated.
