==> design.v <==
module otbn_subtractor
#(
    parameter DATA_WIDTH = 32
)
(
    input   logic   [DATA_WIDTH-1:0]    op0_i,
    input   logic   [DATA_WIDTH-1:0]    op1_i,
    input   logic   [DATA_WIDTH-1:0]    q_i,
    output  logic   [DATA_WIDTH-1:0]    res_o
);
    logic   [DATA_WIDTH-1:0]    adds;
    logic   [DATA_WIDTH-1:0]    sub;
always_comb
begin  
    adds = (op0_i + q_i) - op1_i;
    sub = adds - q_i;
    res_o = (adds < q_i) ? adds : sub;
end
endmodule: otbn_subtractor
==> run.sh <==
#!/bin/bash
# OpenROAD 26Q1-2900-gdf79404cd8, Yosys 0.63+post, stock flow scripts
make -C /OpenROAD-flow-scripts/flow DESIGN_CONFIG=/design/flow/config.mk WORK_HOME=/design/flow/orfs finish
==> config.mk <==
export PLATFORM = sky130hd
export DESIGN_NAME = otbn_subtractor
export DESIGN_NICKNAME = otbn_subtractor
export VERILOG_FILES = /design/flow/design.v
export SDC_FILE = /design/flow/constraint.sdc
export NUM_CORES = 4
export LEC_CHECK = 1
export CORE_UTILIZATION = 50
==> constraint.sdc <==
current_design otbn_subtractor

set clk_period 45.2
set clk_io_pct 0.2

create_clock -name clk0 -period $clk_period

set non_clock_inputs [all_inputs -no_clocks]
set_input_delay [expr $clk_period * $clk_io_pct] -clock clk0 $non_clock_inputs
set_output_delay [expr $clk_period * $clk_io_pct] -clock clk0 [all_outputs]
==> impl_metrics.env <==
# source this file to load flow results
export IMPL_area_delta_synth_final_pct=27.26
export IMPL_diodes=0
export IMPL_io_pin_count=128
export IMPL_fp_dieW_microns=102.6
export IMPL_internal_power_uw=183.1
export IMPL_crit_slowest_cell="o21ai_4"
export IMPL_holdPathStages=4
export IMPL_combPwrFrac_pct=100.0
export IMPL_rsz0062_at_grt="false"
export IMPL_die_height_microns=102.6
export IMPL_ctsHoldBuffers=0
export IMPL_ctsResizeCount=0
export IMPL_status="completed"
export IMPL_port_buffers=128
export IMPL_yosys_warnings=1
export IMPL_cp_startpoint="q_i[0]"
export IMPL_die_area_sq_mm=0.01053
export IMPL_crit_family="AND-OR/OR-AND gates"
export IMPL_wire_per_inst_microns=13.91
export IMPL_cp_end_kind="output pin"
export IMPL_hold_viol_final=0
export IMPL_yosys_cell_count_top_type="inv_1"
export IMPL_min_delay_start="q_i[0]"
export IMPL_grt_max_degree=21
export IMPL_seqPwrFrac_pct=0
export IMPL_setup_violations=0
export IMPL_clkPwrFrac_pct=0
export IMPL_start_kind="input pin"
export IMPL_setup_tns_ns=0
export IMPL_vias=5067
export IMPL_drt_iter0_markers=171
export IMPL_place_hpwl_microns=11490
export IMPL_seq_area_sq_um=0
export IMPL_antenna_found_initial=0
export IMPL_ant_nets=0
export IMPL_cp_required_ns=36.16
export IMPL_maxCapViolations=0
export IMPL_yosys_area_sq_mm=0.005062
export IMPL_p_per_area_mw_per_mm2=52.83
export IMPL_power_switching_uw=157.3
export IMPL_hp_class="in -> out"
export IMPL_vias_per_cell=5.408
export IMPL_path_cells="clkdlybuf4s50_1 -> inv_1 -> ha_1 -> inv_1 -> ha_1 -> fa_1 -> a211oi_1 -> o21a_1 -> nor3_1 -> or2_2 -> a21oi_1 -> o21ai_0 -> a211oi_1 -> ha_1 -> nand3_1 -> nor3_1 -> nor2b_1 -> a221oi_2 -> a31o_4 -> o21ai_4 -> buf_4 -> mux2i_1 -> clkdlybuf4s50_1"
export IMPL_worstPathMaxFanout=20
export IMPL_synthesis_area_sq_mm=0.005062
export IMPL_hold_path_end="res_o[0]"
export IMPL_top_area_share_pct=15.82
export IMPL_grt_remaining_overflow=0
export IMPL_post_cts_buffers=0
export IMPL_crit_buf_inv=5
export IMPL_grt_pass1_wl_microns=20630
export IMPL_grt_pass1_vias=4501
export IMPL_wl_microns=13030
export IMPL_finalClockPeriodUsage_pct=54.32
export IMPL_fmax_ghz=0.04073
export IMPL_initCoreUtil_pct=51.79
export IMPL_ff_count=0
export IMPL_ys_cells=691
export IMPL_path_class="in -> out"
export IMPL_synthCells=691
export IMPL_p_leak_uw=0.003201
export IMPL_slew_headroom_pct=45.73
export IMPL_max_stage_delay_ns=0.66
export IMPL_drive_above_1_share_pct=4.602
export IMPL_dr_pass1_iters=4
export IMPL_vdd_drop_max_uv=38.77
export IMPL_finalMaxSlewViolations=0
export IMPL_finalInstanceArea_sq_mm=0.006442
export IMPL_tool_warnings=33
export IMPL_place_congestion=0.9391
export IMPL_p_sw_share_pct=46.21
export IMPL_finalCriticalPeriod_ns=24.55
export IMPL_place_area_sq_mm=0.006442
export IMPL_fill_cells=841
export IMPL_synth_cell_types=66
export IMPL_area_leaders="ha_1, fa_1, inv_1"
export IMPL_worst_slew_pin_slew_ns=0.8110
export IMPL_drc=0
export IMPL_num_rows=36
export IMPL_coreArea_sq_mm=0.009774
export IMPL_synthTopCellsByCount="inv_1, ha_1, a21oi_1"
export IMPL_synth_seq_share_pct=0
export IMPL_syn_avg_cell_area_sq_um=7.326
export IMPL_yosysTopAreaCell="ha_1"
export IMPL_grt_usage_pct=25.09
export IMPL_cp_common_cell="ha_1"
export IMPL_worstPathArrival_ns=15.51
export IMPL_clock_buffers=0
cells by family (layout without fill, tap and decap cells):
logic type               after synthesis  after routing  synth area share [%]
AND-OR/OR-AND                        205            205                 27.73
AND/OR/NAND/NOR                      154            154                 14.93
multiplexers                          31             31                 8.132
adder cells (fa/ha/maj)               96             96                 28.47
XOR/XNOR                              53             53                 9.170
buffers and inverters                152            265                 11.57
area by class of cell:
class                      instances  area (sq um)  share of cell area (%)
inverter                         136         510.5                   7.924
multi-input combinational        539          4477                   69.49
tap                              133         166.4                   2.583
timing repair buffer             129          1289                   20.00
tightest hold or removal path: cells and delay by family:
family,cells,cell delay (ns)
buffers and inverters,2,0.88
adders and majority gates,1,0.13
muxes,1,0.05
routing by layer:
layer | global-route usage [%] | up-vias | part of all wire (%)
met2 | 43.08 | 123 | 47
li1 | - | 2634 | -
met5 | 0 | - | 0
met4 | 2.418 | 0 | 1.1
met1 | 36.71 | 2304 | 48
met3 | 1.103 | 6 | 3.8
worst max-delay path by stage:
| stage | endpoint | cells past startpoint |
|---|---|---|
| 4_1_cts | res_o[22] | 23 |
| 5_1_grt | res_o[22] | 23 |
| 6_report | res_o[22] | 23 |
through the flow:
step	util [%]	std cells	hold slack (ns)	setup slack [ns]	power [uW]
after floorplan	-	691	18.22	22.55	225.3
after global placement	65.91	937	19.14	20.81	337.6
final	65.91	937	19.14	20.65	340.4
after detailed placement	65.91	937	19.15	20.77	337.8
after CTS	65.91	937	19.15	20.73	340.5
after global routing	65.91	937	19.20	20.35	375.7
layout by cell type, fill, tap and decap left out, drive strengths merged, types with 3 or more instances in the layout:
master / n
inv: 136
clkdlybuf4s50: 128
ha: 64
a21oi: 58
nand2: 38
nor2: 35
a21o: 35
xnor2: 34
fa: 32
o21ai: 30
mux2: 27
nand3: 22
xor2: 19
nor3: 14
o21a: 11
a211oi: 10
nand4: 8
o211ai: 8
o21bai: 7
and3: 6
a31oi: 6
nor2b: 5
and2: 5
nand2b: 4
mux2i: 4
a2111oi: 4
or2: 3
o311ai: 3
o31ai: 3
power groups by stage:
stage	logic [uW]	registers (uW)	clock network (uW)
CTS	341	0	0
finish	340	0	0
global route	376	0	0
No activity file was given, so power comes from the tool's default toggle rates.
